==> design/flow/design.v <==
`timescale 1ns / 1ps
module bin_to_bcd(
    input [7:0] bin,
    output reg [3:0] hundreds,
    output reg [3:0] tens,
    output reg [3:0] ones
);
    always @(*) begin
        if (bin < 10) begin
            hundreds = 4'b0000;
            tens = 4'b0000;
            ones = bin;
        end
        else if (bin < 100) begin
            hundreds = 4'b0000;
            tens = bin / 10;
            ones = bin % 10;
        end
        else begin
            hundreds = bin / 100;
            tens = (bin % 100) / 10;
            ones = bin % 10;
        end
    end
endmodule
module prng
    #(parameter N = 8)(
    input clk,          
    input rst,          
    output reg [N-1:0] prng_out   
);
    reg [N-1:0] lfsr;
    wire taps;
    reg [25:0] counter;         
    reg slow_clk;               
    assign taps = lfsr[8] ^ lfsr[6] ^ lfsr[5] ^ lfsr[4];
    always @(posedge clk) begin
        counter <= counter + 1;
        if (counter == 26'd50_000_000) begin   
            slow_clk <= ~slow_clk;
            counter <= 0;
    end
end
    always @(posedge slow_clk or posedge rst) begin
        if (rst) begin
            lfsr <= 8'b00000001;   
        end else begin
            lfsr <= {lfsr[6:0], taps};   
        end
    end
    always @(posedge clk or posedge rst) begin
        if (rst) begin
            prng_out <= 0;
        end else begin
            prng_out <= lfsr;   
        end
    end
endmodule
module seven_segment_display(
    input [3:0] num,
    output reg [6:0] seg_out
);
always @(*) begin
    case (num)
        4'd0: seg_out = 7'b0000001;  
        4'd1: seg_out = 7'b1001111;  
        4'd2: seg_out = 7'b0010010;  
        4'd3: seg_out = 7'b0000110;  
        4'd4: seg_out = 7'b1001100;  
        4'd5: seg_out = 7'b0100100;  
        4'd6: seg_out = 7'b0100000;  
        4'd7: seg_out = 7'b0001111;  
        4'd8: seg_out = 7'b0000000;  
        4'd9: seg_out = 7'b0000100;  
        default: seg_out = 7'b1111111;  
    endcase
end
endmodule
module top_module(
    input clk,        
    input rst,        
    output [6:0] seg_out,  
    output [3:0] an,   
    output [7:0] led   
);
    wire [7:0] prng_out;
    wire [3:0] hundreds, tens, ones;
    wire [6:0] seg2, seg1, seg0;
    wire [6:0] seg_mux;
    prng U1 (
        .clk(clk),
        .rst(rst),
        .prng_out(prng_out)
    );
    bin_to_bcd U2 (
        .bin(prng_out),
        .hundreds(hundreds),
        .tens(tens),
        .ones(ones)
    );
    seven_segment_display U3 (
        .num(hundreds),
        .seg_out(seg2)
    );
    seven_segment_display U4 (
        .num(tens),
        .seg_out(seg1)
    );
    seven_segment_display U5 (
        .num(ones),
        .seg_out(seg0)
    );
    reg [16:0] refresh_counter;
    wire [1:0] led_select;
    always @(posedge clk or posedge rst) begin
        if (rst)
            refresh_counter <= 0;
        else
            refresh_counter <= refresh_counter + 1;
    end
    assign led_select = refresh_counter[16:15];
    assign seg_mux = (led_select == 2'b00) ? seg0 : 
                     (led_select == 2'b01) ? seg1 : 
                     (led_select == 2'b10) ? seg2 : 
                     7'b1111111;
    assign an = (led_select == 2'b00) ? 4'b1110 :  
            (led_select == 2'b01) ? 4'b1101 :  
            (led_select == 2'b10) ? 4'b1011 :  
            4'b1111;                           
    assign seg_out = seg_mux;
    assign led = prng_out;
endmodule
==> design/flow/run.sh <==
#!/bin/bash
# OpenROAD 26Q1-2900-gdf79404cd8, Yosys 0.63+post, stock flow scripts
make -C /OpenROAD-flow-scripts/flow DESIGN_CONFIG=/design/flow/config.mk WORK_HOME=/design/flow/orfs finish
==> design/flow/config.mk <==
export PLATFORM = sky130hd
export DESIGN_NAME = top_module
export DESIGN_NICKNAME = top_module
export VERILOG_FILES = /design/flow/design.v
export SDC_FILE = /design/flow/constraint.sdc
export NUM_CORES = 4
export LEC_CHECK = 1
export CORE_UTILIZATION = 30
==> design/flow/constraint.sdc <==
current_design top_module

set clk_period 8.5
set clk_io_pct 0.2

create_clock -name clk0 -period $clk_period [get_ports {clk}]

set non_clock_inputs [all_inputs -no_clocks]
set_input_delay [expr $clk_period * $clk_io_pct] -clock clk0 $non_clock_inputs
set_output_delay [expr $clk_period * $clk_io_pct] -clock clk0 [all_outputs]
==> results.toml <==
# physical design summary
[synth]
ys_types = 98
yosys.area_share.simple_pct = 25.7
ys_sh_mux_pct = 1.03
synth_cells = 717
edf_count = 1
synthArstFlopShare_pct = 55.0
ys_top_cells_by_area = "dfrtp_1 14%, ha_1 11%, dfxtp_1 8.9%"
synth_seq_share_pct = 23.6
flop_cell = "dfrtp_1"
ys_warn_count = 5
yosysTopAreaCell = "dfrtp_1"
synth_top_area_share_pct = 13.7
synth-compound-area-share_pct = 26.1
yosysChipArea_um2 = 5830
synth.logic.top_family = "AND-OR/OR-AND gates"
syn_area_um2 = 5830
synth_flops = 60
yosys.area_share.xor_xnor_pct = 8.11
yosys_cells = 717
fa_ha_area_share_pct = 10.7
avgSynthCellArea_um2 = 8.14

[final_timing]
maxSlewViolCount = 0
min_period_over_period_pct = 135
rsz0062_at_grt = "yes"
final.setup.worst_slack_ps = -2990
period_needed_ps = 11490
tns_ps = -20040
hold_violations = 0
setup_viol = 7
skew_ps = 7.66
worst_pin_slew_ps = 790
unclocked_regs = 8
max_slew_margin_pct = 47.0
whs_ps = 467
untimed_endpoints = 16
fmax_mhz = 87.1

[run]
drv_cap = 0
warnings = 44

[clocking]
htreeDepth = 2
cts-root-buf = "clkbuf_16"
cts-buffers-inserted = 5
clock_path_buffers = 2
clock_latency_ps = 290
hold_buffers = 0
cts.reportedPaths.clkPinSlew_ps = 70
cts_tree = "done"

[floorplan]
pin_count = 21
initCoreUtil_pct = 30.9
chipWidth_um = 141
coreArea_um2 = 18900
die_h_um = 141
chip_area_um2 = 20000
num_rows = 50

[power_and_ir_drop]
leakage_nw = 3.52
power.density_nw_per_um2 = 94.5
p_int_uw = 534
p_sw_uw = 225
irDropWorstVdd_mv = 0.107
sequentialPowerShare_pct = 32.4
power_uw = 760
swShare_pct = 29.7
p_comb_share_pct = 41.9
pwr-share-clk_pct = 25.7

[min_path]
hold_class = "register to register"

[layout]
final_layout_top_logic_cells = "163 x buf_4, 53 x nand2_1, 47 x nor2_1, 41 x nand3_1, 35 x ha_1"
lay_top_count = "buf_4"
drive_gt1_share_pct = 32.2
utilization_pct = 42.5
area_growth_syn_to_layout_pct = 37.7

[critical_path]
critPathRequiredTime_ps = 6800
cp-start-kind = "register"
cpMaxStageDelayCell = "o41ai_4"
cp_common_cell = "ha_4"
critPathMaxFanout = 4
crit_path_max_incr_delay_ps = 460
end_kind = "output pin"
critPathArrivalTime_ps = 9790
crit_type = "register to output pin"

[drt]
antennaDiodeCount = 0
drc_errors = 0
via_count = 5840
wl_per_cell_um = 13.4
detail-route-antenna-nets = 0
met2_length_um = 7030
highest_layer = "met4"
firstDrtPassIters = 5
met1_length_um = 7850
wl_met3_um = 278
vias_per_cell = 5.11
drt_iter0_drc = 203
wl_um = 15300

[placed_design]
portBuffers = 19
routabilityCongestion = 0.846
post-place-ws_ps = -3010
place_hpwl_um = 11100

[global_route]
grt.overflow.total = 0
grt_max_degree = 34
antenna_found_initial = 0
grt_pass1_vias = 5515
grt_usage_pct = 16.0
grt_pass1_wl_um = 26300

[status]
violations = "setup timing"
status = "finished, violations left"
[Yosys cell counts, drive strengths merged (4+ instances only)]
cell type,number
a211o,7
a211oi,16
a21boi,7
a21o,7
a21oi,38
a221oi,5
a31oi,12
and2,10
and3,20
buf,16
clkbuf,15
dfrtp,32
dfxtp,26
ha,50
inv,25
nand2,61
nand2b,9
nand3,43
nand3b,4
nand4,11
nor2,51
nor2b,8
nor3,20
nor3b,4
nor4,5
nor4b,4
o211a,4
o211ai,12
o21a,8
o21ai,34
o21bai,4
o22ai,4
o31ai,9
or2,12
or3,9
xnor2,34
xor2,20
[power groups by stage]
stage | logic [mW] | clock network [mW] | registers (mW)
CTS | 0.287 | 0.203 | 0.246
global route | 0.345 | 0.212 | 0.246
finish | 0.318 | 0.195 | 0.246
[what timing repair did]
action	CTS	global route
gates resized	68	20
gates cloned	0	0
setup endpoints to repair	7	7
setup buffers	44	8
pin swaps	57	39
[state kept, by name (all words and copies together) (netlist names)]
name             count
refresh_counter     17
U1.lfsr              8
U1.prng_out          8
U1.slow_clk          1
U1.counter          26
[path summary, 6_finish.rpt]
| check | slack, ps | start | cells after the start | endpoint |
|---|---|---|---|---|
| min | 470 | refresh_counter[4] | 1 | refresh_counter[4] |
| min in group asynchronous | 1810 | rst | 3 | U1.prng_out[1] |
| max in group asynchronous | 6400 | rst | 3 | refresh_counter[14] |
| min reg2reg | 470 | refresh_counter[4] | 1 | refresh_counter[4] |
| max reg2reg | 6570 | U1.counter[2] | 8 | U1.counter[25] |
| max | -2990 | U1.prng_out[4] | 54 | seg_out[2] |
[kinds of logic after synthesis]
logic type,Yosys count
simple gates,283
compound gates,204
flops,60
buf+inv,59
xor+xnor,54
fa+ha+maj,50
mux,5
other cells,2
[layout make-up]
type | count | area, um2
fill | 1827 | 10900
multi-input combinational | 598 | 4620
timing repair buffer | 189 | 1460
sequential | 60 | 1380
tap | 260 | 325
clock buffer | 5 | 125
inverter | 28 | 110
clock inverter | 3 | 21.3
[per-stage QoR]
stage | instances | instance area [um2]
after global routing | 1143 | 8040
final | 1143 | 8040
after global placement | 1085 | 7240
after detailed placement | 1085 | 7240
after CTS | 1137 | 7900
after floorplan | 717 | 6020
[critical path, delay by kind of cell, from the launching register on]
family                     cells  cell delay [ps]
AOI/OAI and AO/OA             22             4080
adders and majority gates      7             1640
buffers and inverters          4              430
DFF                            1              370
muxes                          1              290
and+or+nand+nor               20             2680
[metal layers]
layer,global-route usage (%),vias to the layer above
met2,26.9,66
met3,1.03,12
li1,-,2995
met5,0,-
met4,1.41,0
met1,23.7,2767
No activity file was given, so power comes from the tool's default toggle rates.
